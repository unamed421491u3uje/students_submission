<file path="./run.sh">
#!/bin/bash
# OpenROAD 26Q1-2900-gdf79404cd8, Yosys 0.63+post, stock flow scripts
make -C /OpenROAD-flow-scripts/flow DESIGN_CONFIG=/design/flow/config.mk WORK_HOME=/design/flow/orfs finish
</file>
<file path="./config.mk">
export PLATFORM = sky130hd
export DESIGN_NAME = mac_int4
export DESIGN_NICKNAME = mac_int4
export VERILOG_FILES = /design/flow/design.v
export SDC_FILE = /design/flow/constraint.sdc
export NUM_CORES = 4
export LEC_CHECK = 1
export CORE_UTILIZATION = 30
</file>
<file path="./design.v">
module accumulator
# (
  parameter ACC_WIDTH  = 21,
  parameter IN_WIDTH   = 15,
  parameter IS_SIGNED  = 1'b1
) (
  input   logic                        clk,
  input   logic                        reset,
  input   logic                        en,
  input   logic [IN_WIDTH-1:0]         acc_in,
  output  logic signed [ACC_WIDTH-1:0] acc_out
);
  always_ff @(posedge clk) begin
    if (reset) begin
      acc_out  <= 0;
    end else if (en) begin
      if (IS_SIGNED)
        acc_out  <= acc_out + $signed(acc_in);
      else 
        acc_out  <= acc_out + acc_in;
    end
  end
endmodule
(* multstyle = "logic" *)
module mac_int4
#(
    parameter DATA_WIDTH = 4,
    parameter ACC_WIDTH  = 16
) (
  input   logic                           clk,
  input   logic                           reset,
  input   logic                           en,
  input   logic  signed [DATA_WIDTH-1:0]  weight,
  input   logic  signed [DATA_WIDTH-1:0]  act,
  output  logic  signed [ACC_WIDTH-1:0]   out
);
  logic signed [2*DATA_WIDTH-1:0] product;
  logic signed [DATA_WIDTH-1:0] a, b;
  assign product = a * b;
  always_ff @(posedge clk) begin
    if (reset) begin
        a   <= 0;
        b   <= 0;
    end else if (en) begin
        a   <= act;
        b   <= weight;
    end
  end
  accumulator #(
    .ACC_WIDTH (ACC_WIDTH),
    .IN_WIDTH  (2*DATA_WIDTH),
    .IS_SIGNED (1'b1)
  ) adder (.acc_out(out), .acc_in(product), .*);
endmodule
</file>
<file path="./constraint.sdc">
current_design mac_int4

set clk_period 11.5
set clk_io_pct 0.2

create_clock -name clk0 -period $clk_period [get_ports {clk}]

set non_clock_inputs [all_inputs -no_clocks]
set_input_delay [expr $clk_period * $clk_io_pct] -clock clk0 $non_clock_inputs
set_output_delay [expr $clk_period * $clk_io_pct] -clock clk0 [all_outputs]
</file>
==> run notes <==
The initial utilization of the core area, before any placement, comes to 31.0%. The critical path contains buffers and inverters numbering 2 combined. The slowest stage of the critical path is the sky130_fd_sc_hd__fa_1 cell. The transition time recorded at the tightest slew-check pin is 0.604 ns. The tools report the count of vias placed by the detailed router as 1981. The worst setup path is launched from a flip-flop.

Cell at the root of the clock tree: sky130_fd_sc_hd__clkbuf_8. For the final global-route overflow total, the log shows 0. The report lists the cells along the critical path as and2_1 -> fa_1 -> inv_1 -> fa_1 -> fa_1 -> inv_1 -> ha_1 -> a211oi_2 -> nor2_1 -> a41oi_2 -> o21ai_2 -> nor4b_4 -> a311o_1. sky130_fd_sc_hd__fa_1 takes more of the synthesized area than any other cell. For this run, the detailed router reports a per-instance via density of 4.55.

The tools report the max-cap violation count as 0. The most frequent cell on the critical path is sky130_fd_sc_hd__fa_1. After clock tree synthesis, the repair step resized 0 gates. With the die boundary width at 97 um, the largest net degree at the start of global routing is 31. The worst setup path is captured at a flip-flop. TritonCTS reports the number of clock sinks as 24.

Post-CTS timing repair inserted 0 buffers for setup. The run finished with clean final reports. Counting cells, the worst reg-to-reg path comes to 13. The dominant register cell is sky130_fd_sc_hd__dfxtp_1. Checking hold timing, the worst path is listed with class flip-flop to flip-flop. In this design, the stage delay of the slowest critical-path cell is 0.60 ns. The tools report the number of antenna violations at the first check in global routing as 0. After synthesis, the mean cell area works out to 8.88 um^2. The share of flip-flops with an asynchronous set or reset after synthesis works out to 0%.

The run gives 0 for the number of buffers added to fix hold violations after cts. The first global-routing pass estimated 8450 um of wire. Pins over their slew limit in the final report were tallied at 0. The chip occupies 9410 um^2. The wire-length estimate of the detail-placed layout is 4220 um. For this block, the routed nets add up to 5060 um of wire. With the number of cells produced by synthesis at 305, the top cell type's share of synthesized area is 22.2%. The run gives 34 as the floorplan row count.

For this run, the final setup violation count is recorded as 0. The count of buffers from port buffering came out at 26. The summed standard-cell area reported by yosys was 2710 um^2. In the setup report, the worst path falls into the class flip-flop to flip-flop. The synthesis-to-finish area growth was 15.1%. The number of global-route vias before repair is 1827. All stages included, the depth of the critical timing path comes to 13. The number of cells on the worst hold path is listed as 2. In the Yosys stats the netlist draws on 43 distinct library cells. TritonCTS built the clock tree. Number of nets still failing antenna checks after routing: 0.

OpenROAD emitted warnings numbering 26. Looking at the worst setup and hold paths, the clock pins of their registers show a slew of 0.09 ns. Counting endpoints that fail hold in the final report gives 0. The synthesized netlist occupies a cell area of 2710 um^2. Per the slew report, the remaining headroom to the max-slew limit stands at 59.7%.

The depth of the CTS H-tree was 1. With the count of warnings emitted by yosys at 2, the routed wire length per instance is 11.6 um. The ratio of final minimum period to clock period was 37.0%; the number of diodes was 0.

The worst path needs 4.26 ns of the cycle, external delays included. For this run, the total global-route usage over all layers was measured as 11.1%. Yosys attributes the largest share of cell area to sky130_fd_sc_hd__fa_1 22%, sky130_fd_sc_hd__dfxtp_1 18%, sky130_fd_sc_hd__ha_1 15%.

Power density of the placed cells: 88.0 nW/um^2. In this run, the number of DRC markers left after iteration 0 of detailed routing was 47. After detailed placement, the design holds a cell count of 431.

The clock passes through at most 2 buffers. The run gives 4 as the detailed-routing iteration count for the pre-antenna-repair pass. The clock arrives with 0.00260 ns of skew. The clock insertion delay at the later pin of the skew report was 0.27 ns.

The run gives 435 as the number of non-filler instances in the completed layout. The synthesized netlist was found by Yosys to have 305 cells. The post-synthesis register bit count is 24, and the routability-driven placement congestion ratio is 0.832. The static leakage power came out at 1.50 nW. Among cell families on the critical path, the largest total delay comes from adder cells.

For this design the top-level I/O count stands at 27. Based on the critical path, the design can be clocked at up to 235 MHz. After synthesis, flip-flops and latches occupy 17.7% of the total area. The critical path endpoint has a required time of 11.67 ns. The post-synth count of flops with an enable pin is 0. After routing, the total negative slack on setup checks comes to 0 ns. In this run the vertical extent of the chip is 97 um. The core footprint was 8720 um^2; the maximum fanout count along the critical path was 13. At the worst endpoint, the arrival time is 4.43 ns. Counting the fill cells in the layout gives 874. The fraction of layout instances using a drive strength above 1 came out at 3.98%.

The tools report the number of buffers inserted during clock tree synthesis as 3. Setup repair after global routing left no endpoint under its margin. The analysis reports a worst IR drop on VDD of 0.0550 mV.

The tools report the post-route DRC violation count as 0.
-- logic make-up after synthesis --
family,after synthesis,share of synthesized area [%]
and+or+nand+nor,66,12.5
DFF,24,17.7
buffers and inverters,82,12.1
muxes,16,5.96
xor gates and xnor gates,10,3.23
AOI/OAI and AO/OA,44,11.0
adders and majority gates,63,37.4
-- power by group --
part           leakage, nW  total [W]  switching, W  internal (W)
Clock               0.0288  0.0000599     0.0000293     0.0000306
Sequential           0.197  0.0000999    0.00000899     0.0000909
Combinational         1.27   0.000114     0.0000606     0.0000538
-- metal layers --
metal	track usage (%)	vias to the layer above	part of all wire [%]
li1	-	1017	-
met1	17.1	950	50
met2	18.2	12	48
met3	0.882	2	1.1
met4	1.03	0	0.75
met5	0	-	0
-- worst register-to-register path: stages, from the launching register on --
cell and delay (ns):
sky130_fd_sc_hd__dfxtp_1 0.38, sky130_fd_sc_hd__and2_1 0.54, sky130_fd_sc_hd__fa_1 0.52, sky130_fd_sc_hd__inv_1 0.08, sky130_fd_sc_hd__fa_1 0.43, sky130_fd_sc_hd__fa_1 0.60, sky130_fd_sc_hd__inv_1 0.06, sky130_fd_sc_hd__ha_1 0.31
sky130_fd_sc_hd__a211oi_2 0.22, sky130_fd_sc_hd__nor2_1 0.10, sky130_fd_sc_hd__a41oi_2 0.32, sky130_fd_sc_hd__o21ai_2 0.14, sky130_fd_sc_hd__nor4b_4 0.15, sky130_fd_sc_hd__a311o_1 0.32
-- per-stage QoR --
step                setup slack [ns]  hold slack [ns]  area, um^2  util (%)  power (W)
floorplan                       7.52            0.446        2710         -   0.000183
global placement                7.26            0.501        3060      35.1   0.000218
detailed placement              7.20            0.508        3060      35.1   0.000218
CTS                             7.20            0.528        3120      35.7   0.000280
global route                    6.92            0.571        3120      35.7   0.000299
finish                          7.24            0.519        3120      35.7   0.000274
-- registers in the layout (all words and copies together) (netlist names) --
register,flops
a,4
adder.acc_out,16
b,4
-- placed cells by master, fill, tap and decap left out, types with 2 or more instances in the layout --
cell type,Yosys,routed
sky130_fd_sc_hd__nand2_1,14,14
sky130_fd_sc_hd__nor2_1,20,20
sky130_fd_sc_hd__dfxtp_1,24,24
sky130_fd_sc_hd__ha_1,33,33
sky130_fd_sc_hd__a31oi_1,2,2
sky130_fd_sc_hd__xnor2_1,7,7
sky130_fd_sc_hd__nand2b_1,2,2
sky130_fd_sc_hd__nor3_1,8,8
sky130_fd_sc_hd__fa_1,30,30
sky130_fd_sc_hd__o21ai_0,11,11
sky130_fd_sc_hd__mux2i_1,15,15
sky130_fd_sc_hd__nor2b_1,3,3
sky130_fd_sc_hd__inv_1,72,72
sky130_fd_sc_hd__nor3b_1,3,3
sky130_fd_sc_hd__a21oi_1,12,12
sky130_fd_sc_hd__o22ai_1,2,2
sky130_fd_sc_hd__xor2_1,3,3
sky130_fd_sc_hd__nand4_1,2,2
sky130_fd_sc_hd__and2_1,10,10
sky130_fd_sc_hd__a211oi_1,3,3
sky130_fd_sc_hd__buf_4,1,2
sky130_fd_sc_hd__clkbuf_8,0,4
sky130_fd_sc_hd__a22oi_1,2,2
sky130_fd_sc_hd__clkdlybuf4s50_1,0,26
-- worst paths after layout --
kind,from,endpoint,slack (ns)
hold / removal,adder.acc_out[15],adder.acc_out[15],0.52
setup reg to reg,a[3],adder.acc_out[11],7.24
setup / recovery,a[3],adder.acc_out[11],7.24
hold reg to reg,adder.acc_out[15],adder.acc_out[15],0.52
-- synthesized netlist by cell type, drive strengths merged (3+ instances only) --
master  number
a211oi       4
and2        10
a21oi       12
fa          30
buf          4
inv         72
clkbuf       6
dfxtp       24
xor2         3
nand2       14
nor3b        3
xnor2        7
ha          33
o21ai       12
mux2i       15
nor3         8
nor2        20
nor2b        3
-- layout make-up --
type,instances,area (um^2),area share (%)
clock buffers,4,55.1,1.77
repair buffers,28,275,8.84
well taps,108,135,4.34
multi-input cells,199,1900,61.0
flip-flops and latches,24,480,15.4
inverters,72,270,8.67
Power is estimated from default activity; no workload was simulated.
